$ cat design/flow/design.v
module async_fifo #(parameter n=5)(
input wclk, rclk, winc, rinc, wresetn, rresetn,
input [3:0] wdata,
output [3:0] rdata,
output full, empty );
wire [n-1:0] wptr, rptr, wq2rptr, rq2wptr;
wire [n-2:0] waddr, raddr;
wptr_handler #(n) wptr_handler_1 ( .clk(wclk), .winc(winc), .wresetn(wresetn), .wq2rptr(wq2rptr), 
.wraddr(waddr), .wptr(wptr), .full(full) );
rptr_handler #(n) rptr_handler_1 ( .clk(rclk), .rinc(rinc), .rresetn(rresetn), .rq2_wptr(rq2wptr), 
.raddr(raddr), .rptr(rptr), .empty(empty) );
synchronizer #(n) synchronizer_wr_domain ( .clk(wclk), .inp(rptr), .sync_outp(wq2rptr), .resetn(wresetn) );
synchronizer #(n) synchronizer_r_domain ( .clk(rclk), .inp(wptr), .sync_outp(rq2wptr), .resetn(rresetn) );
dpram #(n) dpram_1 ( .wclk(wclk), .rclk(rclk), .wen(winc & ~full), .ren(rinc & ~empty), .raddr_g(raddr),
.waddr_g(waddr), .rdata(rdata), .wdata(wdata) );
endmodule
module dpram #(parameter n=5)(
input wclk, rclk,
input wen, ren,
input [n-2:0] raddr_g, waddr_g,
output [3:0] rdata,
input [3:0] wdata );
wire [n-2:0] raddr_b, waddr_b;
reg  [3:0] mem [0 : 2**(n-1) - 1];
genvar i;
generate 
for ( i=0; i<n-1; i=i+1 ) begin : pratham
assign raddr_b[i] = ^(raddr_g>>i);
assign waddr_b[i] = ^(waddr_g>>i);
end
endgenerate
always @ (posedge wclk) begin
if (wen)
mem[waddr_b] <= wdata;
end
assign rdata = mem[raddr_b];
endmodule
module rptr_handler #(parameter n=5)(
input clk, rresetn, rinc,
input [n-1:0] rq2_wptr,
output [n-2:0] raddr,
output [n-1:0] rptr,
output reg empty );
reg [n-1:0] gptr;
reg inv_msb;
wire [n-1:0] gptr_next, b1, b2;
assign rptr = gptr;
assign b2 = b1 + ( rinc & ~empty );
assign gptr_next = b2^(b2>>1);
assign raddr = {inv_msb, gptr[n-3:0]};
genvar i;
generate 
for ( i=0; i<n; i=i+1 ) begin : pratham
assign b1[i] = ^(gptr>>i);
end
endgenerate
always @ (posedge clk, negedge rresetn) begin
if ( ~rresetn ) begin
gptr <= 0;
inv_msb <= 1'b0;
empty <= 1'b1;
end
else begin
gptr <= gptr_next;
inv_msb <= ^gptr_next[n-1:n-2];
empty <= ( gptr_next == rq2_wptr );
end
end
endmodule
module synchronizer ( 
clk, inp, sync_outp, resetn );
parameter n = 5;
input clk, resetn;
input [n-1:0] inp;
output [n-1:0] sync_outp;
reg [n-1:0] reg1, reg2;
assign sync_outp = reg2;
always @ (posedge clk, negedge resetn) begin
if ( !resetn ) begin
reg1 <= 0;
reg2 <= 0;
end
else begin
reg1 <= inp;
reg2 <= reg1;
end
end
endmodule
module wptr_handler #(parameter n = 5)(
input clk,
input winc,
input wresetn,
input [n-1:0] wq2rptr,
output [n-2:0] wraddr,
output [n-1:0] wptr, 
output reg full );
reg [n-1:0] gptr;
reg inv_msb;
wire [n-1:0] gptr_next, b1, b2;
assign b2 = b1 + ( winc  & ~full );
assign gptr_next = b2^(b2>>1);
assign wraddr = {inv_msb, gptr[n-3:0]};
assign wptr = gptr;
genvar i;
generate 
for ( i=0; i<n; i=i+1 ) begin : pratham
assign b1[i] = ^(gptr>>i);
end
endgenerate
always @ (posedge clk, negedge wresetn) begin
if ( !wresetn )
gptr <= 0;
else
gptr <= gptr_next;
end
always @ (posedge clk, negedge wresetn) begin
if ( !wresetn )
inv_msb <= 0;
else 
inv_msb <= ^gptr_next[n-1:n-2];
end
always @ (posedge clk, negedge wresetn) begin
if ( !wresetn )
full <= 0;
else
full <= ( gptr_next == {~wq2rptr[n-1:n-2], wq2rptr[n-3:0]} );
end
endmodule
$ cat design/flow/run.sh
#!/bin/bash
# OpenROAD 26Q1-2900-gdf79404cd8, Yosys 0.63+post, stock flow scripts
make -C /OpenROAD-flow-scripts/flow DESIGN_CONFIG=/design/flow/config.mk WORK_HOME=/design/flow/orfs finish
$ cat design/flow/config.mk
export PLATFORM = sky130hd
export DESIGN_NAME = async_fifo
export DESIGN_NICKNAME = async_fifo
export VERILOG_FILES = /design/flow/design.v
export SDC_FILE = /design/flow/constraint.sdc
export NUM_CORES = 4
export LEC_CHECK = 1
export CORE_UTILIZATION = 40
$ cat design/flow/constraint.sdc
current_design async_fifo

set clk_period 5.3
set clk_io_pct 0.2

create_clock -name clk0 -period $clk_period [get_ports {rclk}]
create_clock -name clk1 -period $clk_period [get_ports {wclk}]

set non_clock_inputs [all_inputs -no_clocks]
set_input_delay [expr $clk_period * $clk_io_pct] -clock clk0 $non_clock_inputs
set_output_delay [expr $clk_period * $clk_io_pct] -clock clk0 [all_outputs]
==> flow_metrics.py <==
# Synthesis and PnR figures
metrics = {
    "worst_setup_path": {
        "crit_path_end_kind": "primary output",
        "max_stage_delay_ns": 0.78,
        "reg2reg_depth": 10,
        "r2r_start": "rptr_handler_1.gptr[1]",
        "reg2reg_to": "rptr_handler_1.empty",
        "critPathLaunchType": "register",
        "cp_slowest_cell": "dfrtp_1",
        "r2r_slack_ns": 2.25,
        "crit_arrival_ns": 2.55,
        "path_cells": "mux4_2 > nor2b_1 > a211oi_1 > a21oi_1 > clkdlybuf4s50_1",
        "crit_path_end": "rdata[3]",
        "critPathKind": "register to primary output",
        "crit_start": "rptr_handler_1.gptr[1]",
        "crit_required_ns": 4.24,
        "critPathMaxFanout": 19,
    },
    "synthesis": {
        "yosysUniqueCellTypes": 37,
        "synth-seq-cells": 98,
        "synth-warning-count": 4,
        "netlist_area_um2": 4110,
        "synth_top_cell_by_area": "edfxtp_1",
        "ys_seq_share_pct": 67.6,
        "synthesis.instances": 261,
        "top_area_share_pct": 46.8,
        "ys_cells": 261,
        "syn_avg_cell_area_um2": 15.7,
        "synthTopCellsByArea": "edfxtp_1 47%, dfrtp_1 20%, mux2i_1 5.1%, xnor2_1 3.4%, xor2_1 3.4%",
        "ys_area_um2": 4110,
    },
    "global_routing": {
        "grt_use_met2_pct": 21.4,
        "grt-ovfl-total": 0,
        "antenna_found_initial": 0,
        "grt.total_usage_pct": 15.8,
        "grt-busiest-layer": "met1",
        "grt_use_met1_pct": 26.6,
        "grt_pass1_wl_um": 11300,
        "grt_pass1_vias": 2055,
        "grt_max_degree": 20,
        "use_met3_pct": 5.53,
    },
    "floorplanning": {
        "die_w_um": 103,
        "die-area_um2": 10700,
        "initCoreUtil_pct": 41.6,
        "num_rows": 36,
        "ios": 16,
        "die_height_um": 103,
        "coreArea_um2": 9860,
    },
    "final_layout": {
        "mi_logic_area_um2": 1270,
        "lay_top_count": "edfxtp_1",
        "final_area_um2": 4630,
        "most-common-layout-cells": "64 x edfxtp_1, 33 x dfrtp_1, 21 x mux2i_1, 19 x nor2_1",
        "fillCellCount": 853,
        "regArea_um2": 2770,
        "layout-drive-gt1-share_pct": 15.9,
        "areaGrowthSynthToFinish_pct": 12.8,
        "final_util_pct": 46.9,
    },
    "drt": {
        "post_drt_wl_per_cell_um": 16.8,
        "vias": 2057,
        "ant_nets": 0,
        "n_antenna_cell": 0,
        "dr.pass1.iters": 4,
        "drc_errors": 0,
        "wl_um": 7090,
        "via_per_inst": 4.87,
        "drt_iter0_drc": 119,
    },
    "clock_tree": {
        "cts_tree": "done",
        "postCtsHoldBufs": 0,
        "cts_resized": 0,
        "path_clk_slew_ns": 0.06,
        "clock_sinks": 98,
        "cts_setup_buffers": 0,
    },
    "final_timing": {
        "rsz0062_at_grt": "no",
        "worst_pin_slew_ns": 0.731,
        "final_hold_viol_count": 0,
        "setup_tns_ns": 0,
        "setup_viol": 0,
        "skew_ns": 0.0112,
        "drv_slew": 0,
        "hold-worst-slack_ns": 0.348,
        "slew_headroom_pct": 51.1,
    },
    "place": {
        "dp_hpwl_um": 4970,
        "placed_cell_area_um2": 4380,
        "gp_congestion": 0.817,
        "port_buffers": 14,
    },
    "job": {
        "drv_cap": 0,
        "warnings": 29,
    },
    "min_path": {
        "holdCritPathClass": "register to register",
        "whs_path_depth": 0,
    },
    "run_status": {
        "status": "completed",
    },
}
## synthesized netlist by cell type
master and count:
xnor2_2 1, mux2_4 2, mux4_2 4, o22ai_1 5, a41oi_1 2, nor2b_1 9, xor2_2 1, buf_2 5
xor2_1 16, or3_1 2, edfxtp_1 64, nor4_2 1, a31oi_1 1, a211oi_1 1, a21oi_1 7, nor2_1 19
mux2i_1 21, inv_1 4, dfrtp_1 33, clkbuf_1 1, nor4_1 1, nand2_1 7, xnor2_4 1, dfstp_2 1
xnor2_1 16, or4_1 1, and3_2 4, o21ai_1 2, buf_4 2, nand2b_4 1, mux2_2 6, nand2b_1 1
a21o_1 4, ha_1 8, o21ai_0 4, or2_2 1, mux2i_2 2
## logic make-up after synthesis
family | synth area share [%]
multiplexers | 10.4
buffers and inverters | 1.43
flip-flops | 67.6
XOR/XNOR | 8.29
adder cells (fa/ha/maj) | 2.44
AND/OR/NAND/NOR | 6.07
AND-OR/OR-AND | 3.84
## per-stage QoR
step                std cells  setup WS [ns]
floorplan                 261           2.37
global placement          402           1.81
detailed placement        402           1.71
CTS                       422           1.67
global route              422           1.54
finish                    422           1.69
## cell type report
cell class	instances	share of cell area [%]
Clock inverter	7	1.68
Timing Repair Buffer	16	3.35
Sequential cell	98	59.9
Tap cell	133	3.59
Inverter	4	0.324
Multi-Input combinational cell	151	27.5
Clock buffer	13	3.65
## registers in the layout (all words and copies together) (netlist names)
name and flops:
dpram_1.mem 64, rptr_handler_1.gptr 5, synchronizer_r_domain.reg1 5, synchronizer_r_domain.reg2 5, synchronizer_wr_domain.reg1 5, synchronizer_wr_domain.reg2 5, wptr_handler_1.gptr 5, rptr_handler_1.empty 1
rptr_handler_1.inv_msb 1, wptr_handler_1.full 1, wptr_handler_1.inv_msb 1
## layer usage
| metal | vias up | share of wire, % |
|---|---|---|
| met2 | 52 | 44 |
| met3 | 13 | 6.4 |
| met4 | 0 | 2.2 |
| met1 | 1001 | 47 |
| li1 | 991 | - |
| met5 | - | 0 |
## worst max-delay path: cells and delay by family, from the launching register on
| kind | cells | cell delay (ns) |
|---|---|---|
| compound gates | 2 | 0.39 |
| flops | 1 | 0.78 |
| buf+inv | 1 | 0.42 |
| mux | 1 | 0.57 |
| simple gates | 1 | 0.14 |
## worst min-delay path by stage
stage	startpoint	end	slack [ns]
finish	synchronizer_r_domain.reg1[2]	synchronizer_r_domain.reg2[2]	0.35
CTS	synchronizer_r_domain.reg1[2]	synchronizer_r_domain.reg2[2]	0.35
global route	synchronizer_r_domain.reg1[2]	synchronizer_r_domain.reg2[2]	0.35
